[design/flow/run.sh]
#!/bin/bash
# OpenROAD 26Q1-2900-gdf79404cd8, Yosys 0.63+post, stock flow scripts
make -C /OpenROAD-flow-scripts/flow DESIGN_CONFIG=/design/flow/config.mk WORK_HOME=/design/flow/orfs finish
[design/flow/config.mk]
export PLATFORM = sky130hd
export DESIGN_NAME = branch_predictor
export DESIGN_NICKNAME = branch_predictor
export VERILOG_FILES = /design/flow/design.v
export SDC_FILE = /design/flow/constraint.sdc
export NUM_CORES = 4
export LEC_CHECK = 1
export CORE_UTILIZATION = 30
[design/flow/design.v]
module branch_predictor #(
    parameter N   = 128,   
    parameter IDX = 7      
)(
    input               clk,
    input               rst_n,
    input  [15:0]       pc_fetch,
    output              predict_taken,
    output reg [15:0]   predict_target,
    input               update_en,
    input  [15:0]       pc_resolve,
    input               taken,
    input  [15:0]       target
);
    reg [1:0]    bht [0:N-1];
    reg [15:0]   btb [0:N-1];
    wire [IDX-1:0] idx_fetch   = pc_fetch[IDX+1:2];
    wire [IDX-1:0] idx_resolve = pc_resolve[IDX+1:2];
    assign predict_taken = bht[idx_fetch][1];
    always @(*) begin
        predict_target = btb[idx_fetch];
    end
    integer i;
    always @(posedge clk or negedge rst_n) begin
        if (!rst_n) begin
            for (i = 0; i < N; i = i+1) begin
                bht[i] <= 2'b01;
                btb[i] <= 16'h0000;
            end
        end else if (update_en) begin
            if (taken && bht[idx_resolve] != 2'b11)
                bht[idx_resolve] <= bht[idx_resolve] + 1;
            else if (!taken && bht[idx_resolve] != 2'b00)
                bht[idx_resolve] <= bht[idx_resolve] - 1;
            if (taken)
                btb[idx_resolve] <= target;
        end
    end
endmodule
[design/flow/constraint.sdc]
current_design branch_predictor

set clk_period 22.6
set clk_io_pct 0.2

create_clock -name clk0 -period $clk_period [get_ports {clk}]

set non_clock_inputs [all_inputs -no_clocks]
set_input_delay [expr $clk_period * $clk_io_pct] -clock clk0 $non_clock_inputs
set_output_delay [expr $clk_period * $clk_io_pct] -clock clk0 [all_outputs]
==> flow_summary.toml <==
# synthesis and place-and-route metrics
[final_timing]
clock_skew_ns = 0.0385
whs_ns = 0.470
drv_slew = 0
hold_viol = 0
slew_headroom = 0.172
fin_crit_sh = 0.671
fmax_mhz = 65.9
fin_tns_setup_ns = 0
worst_slack_ns = 7.43
period_needed_ns = 15.17
worstMarginPinSlew_ns = 1.24
finalSetupViolations = 0
rsz0062_at_grt = "false"

[setup_path]
cpMostUsedCell = "clkdlybuf4s50_1"
reg2reg_depth = 12
crit_chain = "clkdlybuf4s50_1, nor2_1, nand2_1, nor2_2, buf_4, a221oi_1, nand3_1, or4_1, nor4_1, a31oi_1, clkdlybuf4s50_1"
r2r-start = "bht[22][1]$_DFFE_PN0P_"
crit_fanout = 12
critPathBufInv = 3
worst-endpoint-required_ns = 18.08
critPathTopFamily = "simple AND/OR/NAND/NOR gates"
crit_path_start_kind = "primary input"
worstReg2RegEnd = "bht[52][0]$_DFFE_PN1P_"
rrSetupSlack_ns = 16.49
slowest_delay_ns = 1.09
crit_slowest_cell = "nor4_1"
arrival_ns = 10.65
endpoint_kind = "output port"
path_class = "in2out"

[synth]
synthArstFlopShare = 1.00
ys_warn_count = 3
synth_chip_area_sq_um = 104000
yosysTopAreaCell = "dfrtp_1"
numSynthFlops = 2304
syn_area_per_cell_sq_um = 12.4
netlist.area_leader.share = 0.522
synth_stat.cells = 8420
flop_cell = "dfrtp_1"
edf_count = 0
synth_cell_type_count = 83
netlist_top_cells_area = "dfrtp_1 52%, mux2_2 21%, dfstp_2 3.2%"
ys_seq_frac = 0.554
syn_area_sq_um = 104000
synth_cells = 8420

[routing]
finalWirelength_um = 623000
dr.pass1.iters = 14
avgViaCountPerCell = 6.42
antenna_left = 0
drc_errors = 0
drtIter0Drc = 8861
vias = 86300
wl_per_cell_um = 46.4

[floorplanning]
die_x_um = 592
fp_util = 0.301
fp-row-count = 216
die_y_um = 592
core_area_sq_um = 346000
ios = 69
die-area_sq_um = 350000

[global_routing]
grt_pass1_vias = 83400
grt_max_degree = 131
grt_pass1_wl_um = 813000
antenna_found_initial = 74
grt-ovfl-total = 0
grt_util_all_layers = 0.367

[status]
outcome = "completed"

[power_and_ir_drop]
p_per_area_nw_per_um2 = 81.2
max-vdd-ir-drop_uv = 55.8
total_power_w = 0.00993
power.internal_w = 0.00729
pwr-share-comb = 0.082
p_leak_nw = 56.0
p_sw_w = 0.00264
swShare = 0.266
p_clk_frac = 0.458
power_frac_seq = 0.460

[finish]
lay_top_count = "dfrtp_1"
logic_area_sq_um = 44500
final_cell_mix = "2176 x dfrtp_1, 1946 x mux2_2, 606 x nand2_1"
drive_gt1_frac = 0.384
stdcell_count = 13400
area_growth_pct = 17.2
regArea_sq_um = 57800
fillers = 32800

[placement]
placed_cells = 12900
port_buffers = 50
hpwl_um = 397000
pre_cts_ws_ns = 7.95
place.gp.congestion = 1.06

[cts]
clockBufferDepth = 4
cts-buffers-inserted = 269
root_buffer = "clkbuf_16"
path_clk_slew_ns = 0.06
cts_tree = "built"
cts-resized-gates = 0
holdBufCountCts = 0
htree_levels = 5
cts.sinks = 2304
post_cts_buffers = 0
clock_latency_ns = 0.93

[run]
drv_cap = 0
tool_warnings = 57

[worst_hold_path]
min_to = "bht[29][0]$_DFFE_PN1P_"
hold_start = "bht[29][0]$_DFFE_PN1P_"
min_path_type = "reg2reg"
min_path_cells = 2
-- metal layers --
| metal | vias to the layer above | routed length [um] | global-route usage | part of all wire |
|---|---|---|---|---|
| met1 | 44600 | 208000 | 0.402 | 0.33 |
| met3 | 2305 | 113000 | 0.286 | 0.18 |
| met4 | 74 | 56900 | 0.271 | 0.091 |
| met5 | - | 2510 | 0.0618 | 0.0040 |
| met2 | 7099 | 243000 | 0.466 | 0.39 |
| li1 | 32200 | - | - | - |
-- area by class of cell --
| type | instances | share of cell area |
|---|---|---|
| flip-flops and latches | 2304 | 0.473 |
| multi-input cells | 5303 | 0.364 |
| clock buffers | 393 | 0.0648 |
| well taps | 4578 | 0.0469 |
| repair buffers | 608 | 0.0381 |
| clock inverters | 81 | 0.00910 |
| diodes | 100 | 0.00205 |
| inverters | 61 | 0.00187 |
-- cell usage after synthesis (10+ instances only) --
cell type / number
dfrtp_1: 2176
mux2_2: 1946
clkbuf_1: 639
nand2_1: 613
a22oi_1: 423
nor2_1: 406
a221oi_1: 355
a22o_1: 354
nand4_1: 208
a21oi_1: 160
dfstp_2: 128
a31oi_1: 99
nand3_1: 87
o21ai_0: 86
buf_2: 59
inv_1: 59
nor3_1: 47
o22ai_1: 43
nor4_1: 40
a211oi_1: 35
nand3b_1: 33
or4_1: 25
a222oi_1: 24
buf_1: 23
a32oi_1: 21
buf_4: 21
mux2_1: 21
a2bb2oi_1: 19
o221ai_1: 17
nor2b_1: 16
o32ai_1: 15
and3_1: 14
o211ai_1: 12
mux2i_1: 11
nor3b_1: 11
a311oi_1: 10
buf_6: 10
o31ai_1: 10
-- flip-flops by register name (all words and copies together), names as in the netlist --
register	count
bht	256
btb	2048
-- kinds of logic (layout without fill, tap and decap cells) --
family | count (synthesis) | count (layout) | synth area share
DFF | 2304 | 2304 | 0.554
xor gates and xnor gates | 5 | 5 | 0.000420
AOI/OAI and AO/OA | 1737 | 1737 | 0.128
other | 0 | 100 | 0
buffers and inverters | 813 | 1143 | 0.0315
and+or+nand+nor | 1583 | 1583 | 0.0717
muxes | 1978 | 1978 | 0.213
-- worst max path at each step --
stage / from / endpoint / slack, ns / cells after the start
global route: pc_fetch[4] / predict_target[2] / 7.49 / 11
finish: pc_fetch[5] / predict_target[2] / 7.43 / 11
CTS: pc_fetch[2] / predict_target[2] / 7.91 / 11
-- per-stage QoR --
stage | area, sq um | util
after detailed placement | 113000 | 0.327
final | 122000 | 0.353
after global placement | 113000 | 0.327
after CTS | 122000 | 0.353
after global routing | 122000 | 0.353
after floorplan | 104000 | -
-- power by group through the flow --
stage / Sequential (W) / Combinational (W) / Clock (W)
finish: 0.00457 / 0.000818 / 0.00455
global route: 0.00458 / 0.000862 / 0.00471
CTS: 0.00456 / 0.000799 / 0.00455
-- tightest hold or removal path: stages, from the launching register on --
cell	delay, ns
dfstp_2	0.37
inv_1	0.04
a22oi_1	0.06
Power is estimated from default activity; no workload was simulated.
